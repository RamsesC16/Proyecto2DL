==> design/flow/design.v <==
`timescale 1ns/1ps
module module_bin_to_bcd (
    input  [11:0] i_bin,    
    output [15:0] o_bcd     
);
    reg [11:0] bin_shift;
    reg [15:0] bcd;
    integer i;
    always @(*) begin
        bcd = 0;
        bin_shift = i_bin;
        for (i = 0; i < 12; i = i + 1) begin
            if (bcd[3:0]   >= 5) bcd[3:0]   = bcd[3:0]   + 3;
            if (bcd[7:4]   >= 5) bcd[7:4]   = bcd[7:4]   + 3;
            if (bcd[11:8]  >= 5) bcd[11:8]  = bcd[11:8]  + 3;
            if (bcd[15:12] >= 5) bcd[15:12] = bcd[15:12] + 3;
            bcd = {bcd[14:0], bin_shift[11]};
            bin_shift = bin_shift << 1;
        end
        o_bcd = bcd;
    end
endmodule
`timescale 1ns/1ps
module module_disp_controller #(
    parameter DIVIDER = 100000
)(
    input wire clk,
    input wire rst,
    input wire [15:0] data,
    output wire [6:0] seg,
    output reg [3:0] an
);
    reg [31:0] count = 0;
    reg [1:0] sel = 0;
    reg [3:0] digit;
    reg [6:0] seg_corrected;
    always @(posedge clk) begin
        if (rst) begin
            count <= 0;
            sel <= 0;
        end else begin
            count <= count + 1;
            if (count == DIVIDER) begin
                count <= 0;
                if (sel == 3)
                    sel <= 0;
                else
                    sel <= sel + 1;
            end
        end
    end
    always @(*) begin
        case(sel)
            2'b00: digit = data[3:0];
            2'b01: digit = data[7:4];
            2'b10: digit = data[11:8];
            2'b11: digit = data[15:12];
            default: digit = 4'b0000;
        endcase
    end
    always @(*) begin
        case(digit)
            4'h0: seg_corrected = 7'b0111111;  
            4'h1: seg_corrected = 7'b0000110;  
            4'h2: seg_corrected = 7'b1011011;  
            4'h3: seg_corrected = 7'b1001111;  
            4'h4: seg_corrected = 7'b1100110;  
            4'h5: seg_corrected = 7'b1101101;  
            4'h6: seg_corrected = 7'b1111101;  
            4'h7: seg_corrected = 7'b0000111;  
            4'h8: seg_corrected = 7'b1111111;  
            4'h9: seg_corrected = 7'b1101111;  
            default: seg_corrected = 7'b0000000;  
        endcase
    end
    assign seg = seg_corrected;
    always @(*) begin
        case(sel)
            2'b00: an = 4'b1110;  
            2'b01: an = 4'b1101;  
            2'b10: an = 4'b1011;  
            2'b11: an = 4'b0111;  
        endcase
    end
endmodule
`timescale 1ns/1ps
module module_lecture(
    input        clk,
    input        n_reset,
    input  [3:0] filas_raw,
    output [3:0] columnas,
    output [3:0] sample
);
    reg [16:0] counter = 0;
    reg [1:0] col_index = 0;
    reg [3:0] columnas_reg = 4'b0001;
    reg [3:0] sample_reg = 4'h0;
    reg [3:0] last_tecla = 4'h0;
    reg [9:0] same_count = 0;
    always @(posedge clk or negedge n_reset) begin
        if (!n_reset) begin
            counter <= 0;
            col_index <= 0;
            columnas_reg <= 4'b0001;
            sample_reg <= 4'h0;
            last_tecla <= 4'h0;
            same_count <= 0;
        end else begin
            counter <= counter + 1;
            if (counter[16]) begin
                counter <= 0;
                col_index <= col_index + 1;
                case (col_index)
                    2'd0: columnas_reg <= 4'b0001;
                    2'd1: columnas_reg <= 4'b0010;
                    2'd2: columnas_reg <= 4'b0100;
                    2'd3: columnas_reg <= 4'b1000;
                endcase
            end
            if (filas_raw != 4'b1111) begin
                case ({columnas_reg, filas_raw})
                    8'b0001_1110: if (last_tecla != 4'h2) begin last_tecla <= 4'h2; same_count <= 0; end
                    8'b0001_1101: if (last_tecla != 4'h5) begin last_tecla <= 4'h5; same_count <= 0; end
                    8'b0001_1011: if (last_tecla != 4'h8) begin last_tecla <= 4'h8; same_count <= 0; end
                    8'b0001_0111: if (last_tecla != 4'h0) begin last_tecla <= 4'h0; same_count <= 0; end
                    8'b0010_1110: if (last_tecla != 4'h3) begin last_tecla <= 4'h3; same_count <= 0; end
                    8'b0010_1101: if (last_tecla != 4'h6) begin last_tecla <= 4'h6; same_count <= 0; end
                    8'b0010_1011: if (last_tecla != 4'h9) begin last_tecla <= 4'h9; same_count <= 0; end
                    8'b0010_0111: if (last_tecla != 4'hF) begin last_tecla <= 4'hF; same_count <= 0; end
                    8'b0100_1110: if (last_tecla != 4'h1) begin last_tecla <= 4'h1; same_count <= 0; end
                    8'b0100_1101: if (last_tecla != 4'h4) begin last_tecla <= 4'h4; same_count <= 0; end
                    8'b0100_1011: if (last_tecla != 4'h7) begin last_tecla <= 4'h7; same_count <= 0; end
                    8'b0100_0111: if (last_tecla != 4'hE) begin last_tecla <= 4'hE; same_count <= 0; end
                    8'b1000_1110: if (last_tecla != 4'hA) begin last_tecla <= 4'hA; same_count <= 0; end
                    8'b1000_1101: if (last_tecla != 4'hB) begin last_tecla <= 4'hB; same_count <= 0; end
                    8'b1000_1011: if (last_tecla != 4'hC) begin last_tecla <= 4'hC; same_count <= 0; end
                    8'b1000_0111: if (last_tecla != 4'hD) begin last_tecla <= 4'hD; same_count <= 0; end
                endcase
                if (same_count < 10'h3FF) begin
                    same_count <= same_count + 1;
                end else begin
                    sample_reg <= last_tecla;
                end
            end else begin
                same_count <= 0;
                last_tecla <= 4'h0;
            end
        end
    end
    assign columnas = columnas_reg;
    assign sample = sample_reg;
endmodule
module module_suma #(
    parameter RESULT_WIDTH = 14
)(
    input  wire                  clk,
    input  wire                  rst_n,
    input  wire [3:0]            key_code,
    input  wire                  key_pulse,
    output reg [RESULT_WIDTH-1:0] result = 0,
    output reg                  result_valid = 0,
    output reg                  result_pulse = 0,
    output wire                 overflow
);
    reg [RESULT_WIDTH-1:0] current_value = 0;
    reg [RESULT_WIDTH-1:0] stored_value = 0;
    reg accumulating = 0;
    assign overflow = (result >= 10000);
    always @(posedge clk or negedge rst_n) begin
        if (!rst_n) begin
            current_value <= 0;
            stored_value <= 0;
            result <= 0;
            result_valid <= 0;
            result_pulse <= 0;
            accumulating <= 0;
        end else begin
            result_pulse <= 0;  
            if (key_pulse) begin
                case (key_code)
                    4'h0, 4'h1, 4'h2, 4'h3, 4'h4, 
                    4'h5, 4'h6, 4'h7, 4'h8, 4'h9: begin
                        if (!accumulating) begin
                            current_value <= key_code;
                            accumulating <= 1;
                        end else begin
                            current_value <= (current_value * 10) + key_code;
                        end
                        result_valid <= 0;
                    end
                    4'd10: begin
                        stored_value <= current_value;
                        current_value <= 0;
                        accumulating <= 0;
                        result_valid <= 1;
                        result_pulse <= 1;
                    end
                    4'd11: begin
                        result <= stored_value + current_value;
                        current_value <= 0;
                        stored_value <= 0;
                        accumulating <= 0;
                        result_valid <= 1;
                        result_pulse <= 1;
                    end
                    4'd12: begin
                        current_value <= 0;
                        stored_value <= 0;
                        result <= 0;
                        accumulating <= 0;
                        result_valid <= 0;
                    end
                endcase
            end
        end
    end
endmodule
`timescale 1ns/1ps
module module_top(
    input  wire        clk,
    output wire [3:0]  columnas,
    input  wire [3:0]  filas_raw,
    output wire [3:0]  a,
    output wire [6:0]  d
);
    wire [3:0] key_sample;
    wire [13:0] resultado_suma;
    wire result_valid;
    wire result_pulse;
    wire overflow;
    wire [11:0] bin_para_conversor;
    wire [15:0] bcd_para_display;
    wire [6:0] segments;
    wire [3:0] anodos;
    reg rst_n;
    reg [23:0] reset_counter = 0;
    reg [3:0] last_key_sample = 0;
    reg key_pulse = 0;
    always @(posedge clk) begin
        if (reset_counter < 24'hFFFFFF) begin
            reset_counter <= reset_counter + 1;
            rst_n <= 1'b0;
        end else begin
            rst_n <= 1'b1;
        end
    end
    always @(posedge clk or negedge rst_n) begin
        if (!rst_n) begin
            last_key_sample <= 0;
            key_pulse <= 0;
        end else begin
            if (key_sample != 0 && key_sample != last_key_sample) begin
                key_pulse <= 1'b1;
            end else begin
                key_pulse <= 1'b0;
            end
            last_key_sample <= key_sample;
        end
    end
    module_lecture u_lecture (
        .clk(clk),
        .n_reset(rst_n),
        .filas_raw(filas_raw),
        .columnas(columnas),
        .sample(key_sample)
    );
    wire [3:0] key_code_para_suma;
    assign key_code_para_suma = 
        (key_sample == 4'h2) ? 4'h1 :  
        (key_sample == 4'h5) ? 4'h2 :  
        (key_sample == 4'h8) ? 4'h3 :  
        (key_sample == 4'h3) ? 4'h4 :  
        (key_sample == 4'h6) ? 4'h5 :  
        (key_sample == 4'h9) ? 4'h6 :  
        (key_sample == 4'h1) ? 4'h7 :  
        (key_sample == 4'h4) ? 4'h8 :  
        (key_sample == 4'h7) ? 4'h9 :  
        (key_sample == 4'h0) ? 4'h0 :  
        (key_sample == 4'hA) ? 4'd10 :  
        (key_sample == 4'hB) ? 4'd11 :  
        (key_sample == 4'hC) ? 4'd12 :  
        4'd15;  
    module_suma u_suma (
        .clk(clk),
        .rst_n(rst_n),
        .key_code(key_code_para_suma),
        .key_pulse(key_pulse),   
        .result(resultado_suma),
        .result_valid(result_valid),
        .result_pulse(result_pulse),
        .overflow(overflow)
    );
    assign bin_para_conversor = resultado_suma[11:0];
    module_bin_to_bcd u_bin_to_bcd (
        .i_bin(bin_para_conversor),
        .o_bcd(bcd_para_display)
    );
    module_disp_controller u_display (
        .clk(clk),
        .rst(~rst_n),
        .data(bcd_para_display),
        .seg(segments),
        .an(anodos)
    );
    assign a = anodos;
    assign d = segments;
endmodule
==> design/flow/run.sh <==
#!/bin/bash
# OpenROAD 26Q1-2900-gdf79404cd8, Yosys 0.63+post, stock flow scripts
make -C /OpenROAD-flow-scripts/flow DESIGN_CONFIG=/design/flow/config.mk WORK_HOME=/design/flow/orfs finish
==> design/flow/config.mk <==
export PLATFORM = sky130hd
export DESIGN_NAME = module_top
export DESIGN_NICKNAME = module_top
export VERILOG_FILES = /design/flow/design.v
export SDC_FILE = /design/flow/constraint.sdc
export NUM_CORES = 4
export LEC_CHECK = 1
export CORE_UTILIZATION = 40
==> design/flow/constraint.sdc <==
current_design module_top

set clk_period 8.9
set clk_io_pct 0.2

create_clock -name clk0 -period $clk_period [get_ports {clk}]

set non_clock_inputs [all_inputs -no_clocks]
set_input_delay [expr $clk_period * $clk_io_pct] -clock clk0 $non_clock_inputs
set_output_delay [expr $clk_period * $clk_io_pct] -clock clk0 [all_outputs]
==> summary.txt <==
This note records the results obtained with Yosys and OpenROAD.

STA
The actual slew at the worst max-slew pin is 0.986 ns. Max-slew check failures listed in the final report amount to 0. The headroom to the max-slew limit is 0.341. The final timing report gives a worst setup slack of -1.32 ns. The final number of hold-violating endpoints is 0. Hold is met by 0.228 ns. In the finished design, the share of the clock period the worst path needs comes to 1.15. The highest clock rate this design can be run at is 97.8 MHz. The post-route minimum period is 10.22 ns. On the final layout, the worst clock skew is 0.0117 ns. Setup repair after global routing could not meet its margin everywhere.

The total setup violations reported at the end of the flow is 7.

Yosys
By area the synthesized netlist is led by sky130_fd_sc_hd__dfrtp_1, sky130_fd_sc_hd__ha_1, sky130_fd_sc_hd__edfxtp_1. The proportion of register bits with asynchronous set or reset after synthesis is 0.585. The sequential area share after synthesis is 0.319. The area fraction of the largest cell type after synthesis is 0.187. Per the Yosys statistics, synthesis produced 1250 cells. The count of flip-flops with a built-in enable after synthesis is 24. The per-instance average area after synthesis is 8.77 um^2. The gate-level netlist out of Yosys references 108 unique cell types.

The cell type with the largest total area after synthesis is sky130_fd_sc_hd__dfrtp_1. In this run the cell area of the synthesized design comes to 0.0110 mm^2. Among all flip-flop cells after synthesis, the most frequent one is sky130_fd_sc_hd__dfrtp_1. The chip area line in the Yosys stat output reads 0.0110 mm^2.

The post-synthesis register bit count is 142. After technology mapping, the gate count stands at 1250. The tally of yosys warning messages is 6.

CTS
The H-tree was split into 4 levels. The skew report gives the latency at the later pin of the worst-skew pair as 0.41 ns. The maximum root-to-sink buffer count is 2. The root buffer cell is sky130_fd_sc_hd__clkbuf_16. The clock-pin slew on the worst setup and hold paths is 0.06 ns. The number of buffers added by the clock tree synthesis step is 17. TritonCTS built the clock tree. For this design, the sink count on the clock tree is 142.

Global route
The global-route usage over all layers is 0.174. The via count of the first global-routing pass came to 8862. The residual overflow from global routing is 0. The pin count of the biggest net entering global routing is 47. The initial antenna violation count is 0. The first global-routing pass estimated 40900 um of wire.

Die
The total die area is 0.0281 mm^2. The starting density of the core is 0.407. According to the floorplan report, the die width is 168 um. The number of rows created at floorplan is 60. For this design the top-level I/O count stands at 20. The core region area is 0.0270 mm^2. The vertical extent of the die is 168 um.

Power and ir drop
The fraction of power spent switching nets is 0.213. The worst supply voltage drop on vdd is 0.122 mV. The design internal power is 1.20 mW. The relative contribution of sequential cells to total power is 0.459. The switching component of the power was reported as 0.324 mW. The share of total power dissipated in the clock network is 0.506.

Per the OpenROAD power report, leakage power amounts to 6.10 nW. The power density relative to cell area is 109 mW/mm^2. The share of total power dissipated in combinational logic is 0.035.

Finish
The area growth from synthesis to layout is 27.9%. The registers reported with the highest flop counts are u_display.count x32, reset_counter x24, u_lecture.counter x17. For this run, the share of the core covered by cells in the final layout is 0.520. The largest register by flop count is u_display.count. The library cells used most frequently in the layout, excluding fill and tap cells, are sky130_fd_sc_hd__buf_4, sky130_fd_sc_hd__nor2_1, sky130_fd_sc_hd__nand2_1. The fraction of layout instances using a drive strength above 1 is 0.252. The register with the most flip-flops in the layout has 32 of them.

After filler insertion, the fill cell instance count of the layout stands at 2353. The most common cell after layout, fill and taps aside is sky130_fd_sc_hd__buf_4.

Worst setup path
The data arrival time of the critical path is 8.44 ns. STA lists the startpoint of the worst register-to-register path as u_lecture.sample_reg[1]. The slowest stage of the critical path is the sky130_fd_sc_hd__or4_4 cell. The worst stage delay on the critical path is 0.49 ns. The critical path is of the reg -> out type. The critical path starts at u_suma.result[10].

Per the timing report, the biggest fanout along the worst path comes to 4. STA classifies the critical path endpoint as an output pin. The data required time of the worst path is 7.12 ns. The worst setup path is launched from a register.

Place
As logged by OpenROAD, the buffers inserted on ports number 19. RePlAce ended its routability-driven mode at a weighted congestion of 0.889. The placed wire-length estimate is 16900 um.

Status
The run finished, with violations left. The final reports fail on setup timing.

Drt
For this block, the initial DRC count from the detailed router was 482. The DRC violation count after routing is 0. 0 antenna diodes ended up in the layout. The routed layout has 9521 vias. After detailed routing, the total wire length is 23200 um. The first detailed-routing pass ran for 5 iterations. Per the post-route antenna check, the number of violating nets is 0. After detailed routing, the number of vias per cell comes to 5.32. After detailed routing, the average wire length per cell comes to 13.0 um.

Min path
Checking hold timing, the worst path is listed with class reg -> async.

Job
Summing over the stages, the warning tally comes to 47. The max-cap check violation count is 0.
==> power groups by stage <==
stage | Sequential (mW) | Combinational [mW] | Clock [mW]
CTS | 0.699 | 0.0530 | 0.790
global route | 0.703 | 0.0638 | 0.814
finish | 0.699 | 0.0531 | 0.771
==> stage by stage <==
step | std cells | setup slack [ns] | instance area [um^2] | power [mW] | setup TNS (ns)
3_3_place_gp | 1739 | -1.23 | 13000 | 0.763 | -8.41
3_5_place_dp | 1739 | -1.39 | 13000 | 0.765 | -9.46
6_report | 1791 | -1.32 | 14000 | 1.52 | -8.74
5_1_grt | 1791 | -1.75 | 14000 | 1.58 | -11.75
2_1_floorplan | 1250 | -1.39 | 11200 | 0.752 | -9.00
4_1_cts | 1788 | -1.37 | 13900 | 1.54 | -9.09
==> critical path: cells and delay by family (launching register included) <==
family / cells / cell delay, ns
compound gates: 11 / 2.32
simple gates: 12 / 2.23
fa+ha+maj: 8 / 1.38
buf+inv: 8 / 0.74
mux: 2 / 0.57
flops: 1 / 0.40
xor+xnor: 3 / 0.38
==> cells in the mapped netlist (23+ instances only) <==
cell	n
sky130_fd_sc_hd__dfxtp_1	35
sky130_fd_sc_hd__and3_1	23
sky130_fd_sc_hd__xnor2_1	56
sky130_fd_sc_hd__o21ai_0	72
sky130_fd_sc_hd__inv_1	60
sky130_fd_sc_hd__ha_1	70
sky130_fd_sc_hd__edfxtp_1	24
sky130_fd_sc_hd__a21oi_1	56
sky130_fd_sc_hd__a22o_1	32
sky130_fd_sc_hd__dfrtp_1	82
sky130_fd_sc_hd__clkbuf_1	44
sky130_fd_sc_hd__nor3_1	40
sky130_fd_sc_hd__nand2_1	101
sky130_fd_sc_hd__nor2_1	112
sky130_fd_sc_hd__nand3_1	47
sky130_fd_sc_hd__xor2_1	53
==> metal layers <==
layer	global-route usage	up-vias	wire, um
met5	0	-	0
met1	0.274	4469	12100
li1	-	4944	-
met2	0.280	95	10600
met4	0.0124	0	159
met3	0.0128	13	401
==> cell families (layout without fill, tap and decap cells) <==
| logic type | count (synthesis) | after routing | share of synthesized area |
|---|---|---|---|
| and+or+nand+nor | 462 | 462 | 0.215 |
| buffers and inverters | 119 | 319 | 0.0435 |
| adders and majority gates | 74 | 74 | 0.0863 |
| xor gates and xnor gates | 113 | 113 | 0.0946 |
| muxes | 31 | 31 | 0.0321 |
| DFF | 142 | 142 | 0.319 |
| AOI/OAI and AO/OA | 309 | 309 | 0.210 |
==> final timing paths <==
path	to	slack, ns	cells after the start
worst max-delay path	d[2]	-1.32	44
worst min-delay path	u_lecture.counter[15]	0.23	0
worst max register to register	u_suma.current_value[11]	5.92	14
worst min register to register	u_lecture.counter[15]	0.23	0
max in group asynchronous	u_lecture.sample_reg[1]	7.70	1
min in group clk0	u_display.count[0]	0.45	1
==> timing repair <==
item | in CTS | in global routing
hold buffers | 0 | 0
endpoints found under the setup margin | 7 | 7
buffers inserted | 17 | 7
pin swaps | 28 | 5
gates resized | 48 | 29
==> cell type report <==
type                    count  area (um^2)  area share
well taps                 341          427      0.0304
inverters                  66          263      0.0187
multi-input cells         989         7470       0.533
clock inverters            15          218      0.0155
repair buffers            221         1720       0.122
clock buffers              17          425      0.0303
flip-flops and latches    142         3500       0.250
Power and IR drop assume default switching activity.
