==> /design/flow/design.v <==
module module_DeBounce #(
    parameter integer STABLE_CYCLES = 1000  
)(
    input  logic clk,
    input  logic rst_n,      
    input  logic btn_async,  
    output logic btn_level,  
    output logic btn_pulse   
);
    logic sync_ff0, sync_ff1;
    always_ff @(posedge clk or negedge rst_n) begin
        if (!rst_n) begin
            sync_ff0 <= 1'b0;
            sync_ff1 <= 1'b0;
        end else begin
            sync_ff0 <= btn_async;
            sync_ff1 <= sync_ff0;
        end
    end
    logic [$clog2(STABLE_CYCLES+1)-1:0] stable_cnt;
    logic candidate;
    assign candidate = sync_ff1;
    always_ff @(posedge clk or negedge rst_n) begin
        if (!rst_n) begin
            stable_cnt <= '0;
            btn_level  <= 1'b0;
            btn_pulse  <= 1'b0;
        end else begin
            btn_pulse <= 1'b0;  
            if (candidate == btn_level) begin
                stable_cnt <= '0;
            end else begin
                if (stable_cnt >= STABLE_CYCLES - 1) begin
                    btn_level <= candidate;
                    stable_cnt <= '0;
                    if (candidate == 1'b1)
                        btn_pulse <= 1'b1;
                end else begin
                    stable_cnt <= stable_cnt + 1'b1;
                end
            end
        end
    end
endmodule
==> /design/flow/run.sh <==
#!/bin/bash
# OpenROAD 26Q1-2900-gdf79404cd8, Yosys 0.63+post, stock flow scripts
make -C /OpenROAD-flow-scripts/flow DESIGN_CONFIG=/design/flow/config.mk WORK_HOME=/design/flow/orfs finish
==> /design/flow/config.mk <==
export PLATFORM = sky130hd
export DESIGN_NAME = module_DeBounce
export DESIGN_NICKNAME = module_DeBounce
export VERILOG_FILES = /design/flow/design.v
export SDC_FILE = /design/flow/constraint.sdc
export NUM_CORES = 4
export LEC_CHECK = 1
export CORE_AREA = 10 10 84 84
export DIE_AREA = 0 0 94 94
==> /design/flow/constraint.sdc <==
current_design module_DeBounce

set clk_period 2.8
set clk_io_pct 0.2

create_clock -name clk0 -period $clk_period [get_ports {clk}]

set non_clock_inputs [all_inputs -no_clocks]
set_input_delay [expr $clk_period * $clk_io_pct] -clock clk0 $non_clock_inputs
set_output_delay [expr $clk_period * $clk_io_pct] -clock clk0 [all_outputs]
==> impl_metrics.json <==
{
  "coreArea_um2": 5200,
  "maxSlewViolCount": 0,
  "grt_pass1_wl_um": 1930,
  "post_cts.repair.setup_buffers": 0,
  "worst_path_max_delay_cell": "clkdlybuf4s50_1",
  "layout_top_cells": "14 x dfrtp_1, 5 x nand2_1",
  "min_from": "sync_ff0",
  "synth_chip_area_um2": 629,
  "synth_flops": 14,
  "path_cells": "clkdlybuf4s50_1",
  "num_vias": 443,
  "cts_resized": 0,
  "crit_path_start_kind": "flip-flop",
  "grt_max_degree": 15,
  "drtPass1Iterations": 4,
  "clk_pin_slew_ps": 60,
  "cp-end-kind": "output port",
  "fin_tns_setup_ps": 0,
  "ys_seq_frac": 0.557,
  "ys_cells": 57,
  "rr_worst_depth": 4,
  "hpwl_um": 818,
  "cp.depth": 1,
  "drive_above_1_share": 0.138,
  "postCtsHoldBufs": 0,
  "required_ps": 2240,
  "fillers": 596,
  "final.period_utilization": 0.621,
  "clk_path_buf_depth": 2,
  "topCombFamilyByArea": "simple AND/OR/NAND/NOR gates",
  "numCtsBuffers": 3,
  "max-cap-violations": 0,
  "cellLeakagePower_nw": 0.300,
  "cts_sinks": 14,
  "whs_path_depth": 0,
  "clkLatencyLatePin_ps": 240,
  "synth.area.mux_share": 0.0239,
  "avgViaCountPerCell": 3.28,
  "slew_headroom": 0.501,
  "place_area_um2": 757,
  "crit_buf_inv": 1,
  "drc": 0,
  "drtAntennaViolNets": 0,
  "syn_area_per_cell_um2": 11.0,
  "synth.area.top_cells": "dfrtp_1 56%, xor2_1 4.2%, nand3_1 3.2%",
  "final.min_clock_period_ps": 1740,
  "ys_sh_adder": 0.0199,
  "layout_top_cell": "dfrtp_1",
  "antenna_found_initial": 0,
  "power.density_nw_per_um2": 521,
  "clock-root-buffer": "clkbuf_8",
  "syn_inst": 57,
  "yosysWarnings": 1,
  "critPathKind": "reg -> out",
  "syn_to_final_growth_pct": 29.0,
  "rows": 26,
  "first_global_vias": 445,
  "die-height_um": 94,
  "slowest_delay_ps": 510,
  "cp.arrival_ps": 1180,
  "status": "completed",
  "synth_top_area_share": 0.557,
  "setup_viol": 0,
  "die_x_um": 94,
  "tool_warnings": 25,
  "diodes": 0,
  "numPortBuffers": 4,
  "finalWirelength_um": 1130,
  "gp_congestion": 0.800,
  "yosysTopAreaCell": "dfrtp_1",
  "htreeDepth": 1,
  "r2r_start": "stable_cnt[0]",
  "cts_tree": "yes",
  "worstMarginPinSlew_ps": 742,
  "io_pins": 5,
  "rsz0062_at_grt": "false",
  "drtIter0Drc": 10,
  "hold_violations": 0,
  "synthSimpleGateAreaFrac": 0.201,
  "fin_worst_skew_ps": 4.68,
  "critical-path-top-delay-family": "buffers and inverters",
  "final_area_um2": 812,
  "ys_sh_aoi": 0.117,
  "dieArea_um2": 8840,
  "grtUsageTotal": 0.0257,
  "synth.distinct_cells": 23,
  "cp_max_fo": 5,
  "worstSetupStartpoint": "btn_level",
  "stdcell_count": 135,
  "hp-class": "reg -> reg",
  "max-vdd-ir-drop_v": 0.000311,
  "grt_overflow": 0,
  "wire_per_inst_um": 8.37,
  "fp_util": 0.121,
  "fmaxAchievable_mhz": 575,
  "synth.cellmix.xorXnorShare": 0.0696,
  "syn_area_um2": 629,
  "place_inst": 131
}
## synthesized netlist by cell type
master and number:
dfrtp_1 14, nand2_1 5, nand3_1 4, nor2_1 4, a21oi_1 3, xor2_1 3
a31oi_1 2, inv_1 2, nand4_1 2, o21ai_0 2, or3_1 2, or3_2 2
xnor2_1 2, a211oi_2 1, and3_1 1, ha_1 1, mux2_4 1, nor3b_1 1
o211ai_1 1, o221ai_1 1, o31ai_1 1, or3_4 1, or4_1 1
## kinds of logic (layout without fill, tap and decap cells)
group,Yosys count,count (layout)
xor gates and xnor gates,5,5
adders and majority gates,1,1
DFF,14,14
buffers and inverters,2,10
muxes,1,1
and+or+nand+nor,23,23
AOI/OAI and AO/OA,11,11
## metrics by stage
stage          setup slack (ps)  utilization  hold slack, ps  power (mW)
6_report                   1060        0.156             346       0.423
5_1_grt                     795        0.156             357       0.443
4_1_cts                    1030        0.156             350       0.431
3_5_place_dp               1100        0.145             336       0.234
3_3_place_gp               1090        0.145             331       0.234
2_1_floorplan              1270            -             264       0.224
## worst reg2reg max path, cell delays in order, from the launching register on
cell and delay [ps]:
dfrtp_1 390, ha_1 270, a211oi_2 130, o31ai_1 660, nor2_1 120
## sequential cells by signal (all words and copies together), names as in the netlist
register    count
sync_ff0        1
btn_level       1
stable_cnt     10
sync_ff1        1
btn_pulse       1
## worst paths after layout
| kind | to | slack (ps) |
|---|---|---|
| min in group asynchronous | stable_cnt[8] | 710 |
| worst min register to register | sync_ff1 | 350 |
| worst max-delay path | btn_level | 1060 |
| worst max register to register | stable_cnt[3] | 1080 |
| max in group asynchronous | stable_cnt[5] | 1700 |
| worst min-delay path | sync_ff1 | 350 |
## final cells by class
type | count | area (um2) | area share
flip-flops and latches | 14 | 350 | 0.431
repair buffers | 4 | 40.0 | 0.0493
clock buffers | 4 | 55.1 | 0.0678
inverters | 2 | 7.51 | 0.00924
well taps | 70 | 87.6 | 0.108
multi-input cells | 41 | 272 | 0.334
## routing by layer
layer	share of wire	GRT usage
met1	0.51	0.0332
met2	0.46	0.0426
met3	0.023	0.00646
met4	0	0.00506
met5	0	0
## power by group
| part | switching [mW] | internal, mW | leakage (nW) | total (mW) |
|---|---|---|---|---|
| logic | 0.0101 | 0.00734 | 0.0828 | 0.0174 |
| registers | 0.00511 | 0.207 | 0.188 | 0.213 |
| clock network | 0.0690 | 0.124 | 0.0288 | 0.193 |
No activity file was given, so power comes from the tool's default toggle rates.
