File: design/flow/design.v
`timescale 1ns/1ps
module module_input_controller(
    input  logic        clk,
    input  logic        rst_n,
    input  logic        key_pulse,       
    input  logic [3:0]  key_code,        
    output logic [3:0]  numA,            
    output logic [3:0]  numB,            
    output logic        calculate_en,    
    output logic [1:0]  state_leds       
);
    typedef enum logic [1:0] {
        STATE_A,         
        STATE_B,         
        STATE_CALCULATE  
    } state_t;
    state_t current_state, next_state;
    logic [3:0] numA_reg, numB_reg;
    always_comb begin
        next_state = current_state;
        case (current_state)
            STATE_A: begin
                if (key_pulse && key_code <= 4'd9)  
                    next_state = STATE_B;
            end
            STATE_B: begin
                if (key_pulse && key_code <= 4'd9)  
                    next_state = STATE_CALCULATE;
            end
            STATE_CALCULATE: begin
                if (key_pulse)  
                    next_state = STATE_A;
            end
            default: next_state = STATE_A;
        endcase
    end
    always_ff @(posedge clk or negedge rst_n) begin
        if (!rst_n) begin
            current_state <= STATE_A;
        end else begin
            current_state <= next_state;
        end
    end
    always_ff @(posedge clk or negedge rst_n) begin
        if (!rst_n) begin
            numA_reg <= 4'b0;
            numB_reg <= 4'b0;
        end else if (key_pulse && key_code <= 4'd9) begin
            case (current_state)
                STATE_A: numA_reg <= key_code;   
                STATE_B: numB_reg <= key_code;   
                default: ;  
            endcase
        end
    end
    assign numA = numA_reg;
    assign numB = numB_reg;
    assign calculate_en = (current_state == STATE_CALCULATE) && 
                         (next_state == STATE_CALCULATE);
    assign state_leds = current_state;
endmodule
File: design/flow/run.sh
#!/bin/bash
# OpenROAD 26Q1-2900-gdf79404cd8, Yosys 0.63+post, stock flow scripts
make -C /OpenROAD-flow-scripts/flow DESIGN_CONFIG=/design/flow/config.mk WORK_HOME=/design/flow/orfs finish
File: design/flow/config.mk
export PLATFORM = sky130hd
export DESIGN_NAME = module_input_controller
export DESIGN_NICKNAME = module_input_controller
export VERILOG_FILES = /design/flow/design.v
export SDC_FILE = /design/flow/constraint.sdc
export NUM_CORES = 4
export LEC_CHECK = 1
export CORE_AREA = 10 10 70 70
export DIE_AREA = 0 0 80 80
File: design/flow/constraint.sdc
current_design module_input_controller

set clk_period 3.0
set clk_io_pct 0.2

create_clock -name clk0 -period $clk_period [get_ports {clk}]

set non_clock_inputs [all_inputs -no_clocks]
set_input_delay [expr $clk_period * $clk_io_pct] -clock clk0 $non_clock_inputs
set_output_delay [expr $clk_period * $clk_io_pct] -clock clk0 [all_outputs]
==> out/summary.txt <==
Status - finished, final reports clean
Yosys top cell by area - dfrtp_1
# H-tree levels - 1
DP HPWL - 865 µm
Logic area - 160 µm²
NetSw - 0.137 mW
Flop pwr share - 0.401
Clock root buffer - clkbuf_4
Kind of critical path - in -> out
CP Launch Type - primary input
Worst-case clock buffer depth - 2
Critical Path Max Stage Delay - 0.52 ns
Crit-path cells - clkdlybuf4s50_1, nor3b_1, clkdlybuf4s50_1
Die Wd - 80 µm
Min-Delay Path Class - reg -> reg
Yosys cell types - 13
CTS Hold Bufs - 0
Crit Path Max Fanout - 4
Mapped Area - 425 µm²
Clk pwr share - 0.197
Final setup violation count - 0
GPL Wtd Cong - 0.659
Worst Path Arrival - 1.83 ns
Initial DRC count - 48
Total number of vias - 290
P per Cell Area - 890 mW/mm²
Gr usage total - 0.0353
Core area - 0.00342 mm²
DR WL/cell - 11.3 µm
Reg clk slew, reported paths - 0.06 ns
CP most frequent cell - clkdlybuf4s50_1
Seq cells post-synth - 10
LEAKAGE - 0.282 nW
Setup TNS - 0 ns
CTS tree - yes
Clock buffer count from CTS - 3
# Max-Cap Violations - 0
Synth Seq Share - 0.588
YS chip area - 425 µm²
Place WS - 0.560 ns
Chip area - 0.00640 mm²
Std-Cell Rows - 21
Slew margin rel. - 0.710
Io pins - 18
Combinational share of power - 0.402
Reg2reg path depth - 2
Avg Cell Area, Syn - 15.2 µm²
Port buffer count - 17
Die Span Y - 80 µm
Share of cells above drive strength 1 - 0.313
Worst skew pair latency - 0.26 ns
CP top delay family - buffers and inverters
CP Capture Type - output pin
First-pass GRT wire length - 1.70 mm
Final Critical Period - 2.43 ns
Top-area cell share - 0.588
Hold Path Depth - 1
Syn Inst Count - 28
Sw frac - 0.227
Internal - 0.467 mW
Crit path DRT - 2.40 ns
Final antenna-violating net count - 0
OpenROAD warnings - 25
Crit. path cell count - 3
F_max - 411 MHz
Synthesis-to-layout area growth - 59.4%
Clock Sinks - 10
Routed WL - 1.06 mm
Vias in the first global route - 280
Initial antenna violation count - 0
CP bufs+invs - 2
Synth warnings - 1
Fin crit share - 0.811
VDD IR-drop max - 0.000160 V
Fill cells - 380
Clock Skew - 0.00751 ns
RSZ-0062 raised after global routing - false
Setup repair bufs after CTS - 0
Slew Viols, Final - 0
Global route total overflow - 0
Initial Utilization - 0.125
ANT cells - 0
Vias per std cell - 3.09
Worst path slowest cell - clkdlybuf4s50_1
Reg area - 250 µm²
Top cells, area - dfrtp_1 59%, mux2_4 14%, mux2_2 11%
Worst setup margin - 0.566 ns
Slew @ Worst Pin - 0.434 ns
Drt pass-1 iters - 4
Largest net degree at the start of global routing - 11
Cell resize tally after clock tree synthesis - 0
Final hold violation count - 0
Yosys cell count - 28
DRC errors left - 0
worst reg2reg max path, stage by stage (launching register included):
cell,delay [ns]
dfrtp_1,0.41
and4b_1,0.47
mux2_4,0.33
synth_stat cells:
library cell,instances
or2_2,1
nor3b_1,1
o21ai_2,1
nor2_1,1
dfrtp_1,10
mux2_2,4
nand2_1,1
and4b_1,1
buf_6,1
nand3_1,1
a211o_2,1
mux2_4,4
inv_1,1
worst paths after layout:
path                                            startpoint                 endpoint  slack (ns)
worst max-delay path                             key_pulse             calculate_en        0.57
worst min register to register     numB_reg[1]$_DFFE_PN0P_  numB_reg[1]$_DFFE_PN0P_        0.51
worst max register to register  current_state[1]$_DFF_PN0_  numB_reg[1]$_DFFE_PN0P_        1.67
worst min-delay path               numB_reg[1]$_DFFE_PN0P_  numB_reg[1]$_DFFE_PN0P_        0.51
min in group asynchronous                            rst_n  numB_reg[3]$_DFFE_PN0P_        0.64
max in group asynchronous                            rst_n  numA_reg[2]$_DFFE_PN0P_        2.05
cell families (layout without fill, tap and decap cells):
| group | Yosys count | count (layout) | synth area share |
|---|---|---|---|
| flops | 10 | 10 | 0.588 |
| mux | 8 | 8 | 0.247 |
| compound gates | 2 | 2 | 0.0441 |
| simple gates | 6 | 6 | 0.0853 |
| buf+inv | 2 | 22 | 0.0353 |
area by class of cell:
cell class | count | share of cell area
Clock buffer | 4 | 0.0535
Inverter | 1 | 0.00554
Multi-Input combinational cell | 16 | 0.236
Sequential cell | 10 | 0.369
Tap cell | 46 | 0.0849
Timing Repair Buffer | 17 | 0.251
metrics by stage:
stage                     instances  total power, mW  hold slack, ns   util  area [µm²]
after floorplan                  28            0.327           0.304      -         425
after global placement           90            0.492           0.493  0.188         642
after detailed placement         90            0.495           0.496  0.188         642
after CTS                        94            0.621           0.518  0.199         678
after global routing             94            0.659           0.531  0.199         678
final                            94            0.604           0.514  0.199         678
layout by cell type, fill, tap and decap left out, drive strengths merged:
cell | synthesis | final
a211o | 1 | 1
and4b | 1 | 1
clkbuf | 0 | 4
clkdlybuf4s50 | 0 | 17
dfrtp | 10 | 10
inv | 1 | 1
mux2 | 8 | 8
nand2 | 1 | 1
nand3 | 1 | 1
nor2 | 1 | 1
nor3b | 1 | 1
o21ai | 1 | 1
or2 | 1 | 1
power groups by stage:
stage                 Combinational, mW  Clock (mW)  Sequential [mW]
after global routing              0.267       0.138            0.254
after CTS                         0.251       0.127            0.243
final                             0.243       0.119            0.242
metal layers:
layer,share of wire,track usage
met2,0.46,0.0498
met5,0,0
met4,0.010,0.00704
met1,0.43,0.0450
met3,0.10,0.0216
Power figures rest on the tool's default switching activity, not on a simulated workload.
